`flow/design.v`:
```
`timescale 1ns/10ps
module mux2_1(out, i0, i1, sel);
	output logic out;
	input logic i0, i1, sel;
	logic [2:0] inBetween;
	not #5 flipSel (inBetween[0], sel);
	and #5 input0 (inBetween[1], i0, inBetween[0]);
	and #5 input1 (inBetween[2], i1, sel);
	or #5 theOutput (out, inBetween[1], inBetween[2]);
endmodule
module mux2_1_testbench();
	logic i0, i1, sel;
	logic out;
	mux2_1 dut (.out, .i0, .i1, .sel);
	 initial begin
		 sel=0; i0=0; i1=0; #100;
		 sel=0; i0=0; i1=1; #100;
		 sel=0; i0=1; i1=0; #100;
		 sel=0; i0=1; i1=1; #100;
		 sel=1; i0=0; i1=0; #100;
		 sel=1; i0=0; i1=1; #100;
		 sel=1; i0=1; i1=0; #100;
		 sel=1; i0=1; i1=1; #100;
	 end
endmodule 
`timescale 1ns/10ps
module mux2x64(out, addr, muxIns);
	output logic [63:0] out;
	input logic [63:0][1:0] muxIns;
	input logic addr;
	genvar i;
	generate
		for(i=0; i<64; i++) begin : eachSmallMux
			mux2_1 smallMux (.out(out[i]), .i0(muxIns[i][0]), .i1(muxIns[i][1]), .sel(addr));
		end
	endgenerate 
endmodule
module mux2x64_testbench();
	logic [63:0][1:0] muxIns;
	logic addr;
	logic [63:0] out;
	mux2x64 dut (.out, .addr, .muxIns);
	integer i;
	initial begin
		for(i=0; i<64; i++) begin
			muxIns[i][0] = 0; #1000;
		end
		for(i=0; i<64; i++) begin
			muxIns[i][1] = 1; #1000;
		end
		addr = 0; #1000;
		addr = 1; #1000;
		#10;
	end
endmodule 
module signExtend12(valueIn, extendedOut);
	input logic [11:0] valueIn;
	output logic [63:0] extendedOut;
	logic [51:0] inBetween;
	assign extendedOut[11:0] = valueIn[11:0];
	assign extendedOut[63:12] = inBetween[51:0];
	integer i;
	always_comb begin
		for(i=0; i<52; i++) begin
			inBetween[i] = valueIn[11];
		end
	end
endmodule
module signExtend19_testbench();
	logic [11:0] valueIn;
	logic [63:0] extendedOut;
	signExtend12 dut (.valueIn, .extendedOut);
	initial begin
		valueIn = 14736; #10;
		valueIn = -14736; #10;
		valueIn = 0; #10;
	end
endmodule 
module signExtend9(valueIn, extendedOut);
	input logic [8:0] valueIn;
	output logic [63:0] extendedOut;
	logic [54:0] inBetween;
	assign extendedOut[8:0] = valueIn[8:0];
	assign extendedOut[63:9] = inBetween[54:0];
	integer i;
	always_comb begin
		for(i=0; i<55; i++) begin
			inBetween[i] = valueIn[8];
		end
	end
endmodule
module signExtend9_testbench();
	logic [8:0] valueIn;
	logic [63:0] extendedOut;
	signExtend9 dut (.valueIn, .extendedOut);
	initial begin
		valueIn = 14736; #10;
		valueIn = -14736; #10;
		valueIn = 0; #10;
	end
endmodule 
module decodeStageExtra #(parameter ROBsize = 16, ROBsizeLog = $clog2(ROBsize+1), addrSize = $clog2(ROBsize)) 
(clk_i
,reset_i
,RDvalue_i
,RMvalue_i
,RNvalue_i
,dAddr9_i
,imm12_i
,commandType_i
,PCaddress_i
,reg2Loc_i
,memWrite_i
,memToReg_i
,ALUOp_i
,ALUSrc_i
,dOrImm_i
,saveCond_i
,read_enable_i
,whichMath_i
,regWrite_i
,needToForward_i
,leftShift_i
,doingABranch_i
,decodeStall_o
,mapReadData1_i
,mapReadData2_i
,mapWriteData_o
,mapReadAddr1_o
,mapReadAddr2_o
,mapWriteAddr_o
,mapRegWrite_o
,robReadAddr1_o
,robReadAddr2_o
,robReadData1_i
,robReadData2_i
,robUpdateTail_o
,robWriteData_o
,robNextTail_i
,robStall_i
,robWriteEn_i
,RSROBTag1_o
,RSROBTag2_o
,RSROBTag3_o
,RSROBTag_o
,RSWriteEn_o
,RSROBval1_o
,RSROBval2_o
,RSROBval3_o
,RSCommands_o
,RSstall_i
,ROBdontUpdate_o
,regfileReadRegister1_o
,regfileReadRegister2_o
,regfileReadData1_i
,regfileReadData2_i
,completionRSROBTag_i
,completionRSROBval_i
,LSQstall_i
,LSQifNew_o
,LSQstoreOrLoad_o
);
  input logic clk_i, reset_i;
  input logic [4:0] RDvalue_i, RMvalue_i, RNvalue_i;
  input logic [3:0] commandType_i;
  input logic [63:0] PCaddress_i;
  input logic [8:0] dAddr9_i;
	input logic [11:0] imm12_i;
  input logic reg2Loc_i;
  input logic regWrite_i;
  input logic memWrite_i;
  input logic memToReg_i;
  input logic [2:0] ALUOp_i;
  input logic ALUSrc_i;
  input logic dOrImm_i;
  input logic saveCond_i;
  input logic read_enable_i;
  input logic [1:0] whichMath_i;
  input logic needToForward_i;
  input logic leftShift_i, doingABranch_i;
  output logic decodeStall_o;
  output logic [4:0] mapReadAddr1_o, mapReadAddr2_o, mapWriteAddr_o;
	output logic [ROBsizeLog - 1:0]	mapWriteData_o;
	output logic 	mapRegWrite_o;
	input logic [ROBsizeLog - 1:0]	mapReadData1_i, mapReadData2_i;
  output logic	[addrSize:0] 	robReadAddr1_o, robReadAddr2_o;
	output logic [8:0]	robWriteData_o;
	output logic 	robUpdateTail_o;
	input logic [64:0]	robReadData1_i, robReadData2_i;
  input logic [addrSize:0] robNextTail_i;
  input logic robStall_i, robWriteEn_i;
  output logic ROBdontUpdate_o;
  output logic	[3:0][ROBsizeLog - 1:0] 	RSROBTag1_o, RSROBTag2_o, RSROBTag_o, RSROBTag3_o;
  output logic [3:0][64:0] RSROBval1_o, RSROBval2_o, RSROBval3_o;
	output logic [3:0] RSWriteEn_o;
  input logic [3:0] RSstall_i;
  output logic [3:0][9:0] RSCommands_o;
  output logic	[4:0] 	regfileReadRegister1_o, regfileReadRegister2_o;
	input logic [63:0]	regfileReadData1_i, regfileReadData2_i;
  input logic [64:0] completionRSROBval_i;
  input logic [ROBsizeLog - 1:0] completionRSROBTag_i;
  input logic LSQstall_i;
  output logic LSQifNew_o, LSQstoreOrLoad_o;
  logic [4:0] trueRM;
	logic [1:0][4:0] addressDataToMux;
  assign addressDataToMux[0] = RDvalue_i;
  assign addressDataToMux[1] = RMvalue_i;
  assign trueRM = addressDataToMux[reg2Loc_i];
  assign mapReadAddr1_o = RNvalue_i;
  assign mapReadAddr2_o = trueRM;
  assign mapWriteAddr_o = RDvalue_i;
  assign regfileReadRegister1_o = RNvalue_i;
  assign regfileReadRegister2_o = trueRM;
  assign robReadAddr1_o = mapReadData1_i;
  assign robReadAddr2_o = mapReadData2_i;
  assign robWriteData_o[8:5] = commandType_i;
  assign robWriteData_o[4:0] = RDvalue_i;  
  assign robUpdateTail_o = 1;
  logic needAStall, ROBdontUpdate;
  logic [3:0] RSWriteEn;
  assign ROBdontUpdate = (RSstall_i[0] & RSWriteEn[0]) | (RSstall_i[1] & RSWriteEn[1]) | (RSstall_i[2] & RSWriteEn[2]) | (RSstall_i[3] & RSWriteEn[3]) | LSQstall_i;
  assign needAStall = robStall_i | ROBdontUpdate | LSQstall_i;
  assign decodeStall_o = needAStall;
  assign ROBdontUpdate_o = ROBdontUpdate;
  assign mapWriteData_o = robNextTail_i;
  assign mapRegWrite_o = regWrite_i & (~needAStall); 
  logic RMvalueInReg, RNvalueInReg;
  assign RNvalueInReg = (mapReadData1_i == 0);
  assign RMvalueInReg = (mapReadData2_i == 0);
  logic RMvalueInCom, RNvalueInCom;
  assign RNvalueInCom = (mapReadData1_i == completionRSROBTag_i) & robWriteEn_i;
  assign RMvalueInCom = (mapReadData2_i == completionRSROBTag_i) & robWriteEn_i;
  logic [1:0][63:0] decisionROBorComRN, decisionROBorComRM;
  assign decisionROBorComRN[0] = robReadData1_i[63:0];
  assign decisionROBorComRN[1] = completionRSROBval_i;
  assign decisionROBorComRM[0] = robReadData2_i[63:0];
  assign decisionROBorComRM[1] = completionRSROBval_i;
  logic [63:0] ROBRNcom, ROBRMcom;
  assign ROBRNcom = decisionROBorComRN[RNvalueInCom];
  assign ROBRMcom = decisionROBorComRM[RMvalueInCom];
  logic [1:0][63:0] decisionROBorRegRN, decisionROBorRegRM;
  assign decisionROBorRegRN[0] = ROBRNcom;
  assign decisionROBorRegRN[1] = regfileReadData1_i;
  assign decisionROBorRegRM[0] = ROBRMcom;
  assign decisionROBorRegRM[1] = regfileReadData2_i;
  logic [63:0] RSRNdata, preBranchRSRM;
  assign RSRNdata = decisionROBorRegRN[RNvalueInReg];
  assign preBranchRSRM = decisionROBorRegRM[RMvalueInReg];
  logic [ROBsizeLog - 1:0] 	RSRDTag;
  always_comb begin
    if (commandType_i == 1 & ~ (RMvalueInReg | robReadData2_i[64] | RMvalueInCom))
      RSRDTag = mapReadData2_i;
    else
      RSRDTag = 0;
  end
  logic doingABranch, doingABranch_noBR;
  assign doingABranch = doingABranch_i;
  assign doingABranch_noBR = doingABranch & ~(commandType_i == 6);
  logic [ROBsizeLog - 1:0] 	RSRNTag;
  always_comb begin
    if (doingABranch | RNvalueInReg | robReadData1_i[64] | RNvalueInCom)
      RSRNTag = 0;
    else
      RSRNTag = mapReadData1_i;
  end
  logic [1:0][63:0] decisionAddressOrDataRM;
  assign decisionAddressOrDataRM[0] = preBranchRSRM;
  assign decisionAddressOrDataRM[1] = PCaddress_i;
  logic [64:0] preImmRSRMdata;
  assign preImmRSRMdata = decisionAddressOrDataRM[doingABranch_noBR];
  logic [63:0] dAddrExtended, RSRMdata, immExtended, dOrImmData;
  logic [63:0][1:0] aluDataToMux0, aluDataToMux1;
	signExtend9 dAddrExtender (.valueIn(dAddr9_i), .extendedOut(dAddrExtended));
	signExtend12 imm12Extender (.valueIn(imm12_i), .extendedOut(immExtended));
  integer q, r;
	always_comb begin
		for(q=0; q<64; q++) begin
			aluDataToMux0[q][0] = dAddrExtended[q];
		end
		for(r=0; r<64; r++) begin
			aluDataToMux0[r][1] = immExtended[r];
		end
	end
	mux2x64 choosingDOrImm (.out(dOrImmData), .addr(dOrImm_i), .muxIns(aluDataToMux0));
  logic [63:0] shiftValue, immediateData;
  assign shiftValue[63:6] = 0;
  assign shiftValue[5:0] = imm12_i[5:0];
  logic [1:0][63:0] finalConstant;
  assign finalConstant[0] = dOrImmData;
  assign finalConstant[1] = shiftValue;
  assign immediateData = finalConstant[(whichMath_i == 1)];
	integer k, l;
	always_comb begin
		for(k=0; k<64; k++) begin
			aluDataToMux1[k][0] = preImmRSRMdata[k];
		end
		for(l=0; l<64; l++) begin
			aluDataToMux1[l][1] = immediateData[l];
		end
	end	
	mux2x64 valueToAlu (.out(RSRMdata), .addr(ALUSrc_i), .muxIns(aluDataToMux1));
  logic [ROBsizeLog - 1:0] 	RSRMTag;
  always_comb begin
    if (doingABranch | RMvalueInReg | robReadData2_i[64] | ALUSrc_i | RMvalueInCom)
      RSRMTag = 0;
    else
      RSRMTag = mapReadData2_i;
  end
  logic [9:0] RScommands;
  assign RScommands[0] = memWrite_i;
	assign RScommands[1] = memToReg_i;
	assign RScommands[4:2] = ALUOp_i;
	assign RScommands[5] = regWrite_i;
	assign RScommands[6] = needToForward_i;
	assign RScommands[7] = leftShift_i;
	assign RScommands[8] = saveCond_i;
	assign RScommands[9] = read_enable_i;
  integer g;
  always_comb begin
    for(g=0; g<4; g++) begin
        RSROBTag_o[g] = robNextTail_i;
        RSROBTag1_o[g] = RSRNTag;
        RSROBTag2_o[g] = RSRMTag;
        RSROBTag3_o[g] = RSRDTag;
        RSROBval1_o[g][63:0] = RSRNdata;
        RSROBval1_o[g][64] = 0; 
        RSROBval2_o[g][63:0] = RSRMdata;
        RSROBval2_o[g][64] = 0;
        RSROBval3_o[g][63:0] = preBranchRSRM;
        RSROBval3_o[g][64] = 0;
        RSCommands_o[g] = RScommands;
		end
  end
  assign RSWriteEn[0] = (whichMath_i == 0); 
  assign RSWriteEn[1] = (whichMath_i == 1); 
  assign RSWriteEn[2] = (whichMath_i == 2); 
  assign RSWriteEn[3] = (whichMath_i == 3); 
  assign RSWriteEn_o[0] = RSWriteEn[0] & (~(robStall_i | LSQstall_i));
  assign RSWriteEn_o[1] = RSWriteEn[1] & (~(robStall_i | LSQstall_i));
  assign RSWriteEn_o[2] = RSWriteEn[2] & (~(robStall_i | LSQstall_i));
  assign RSWriteEn_o[3] = RSWriteEn[3] & (~(robStall_i | LSQstall_i));
  assign LSQifNew_o = (~decodeStall_o) & (commandType_i == 9 | commandType_i == 1);
  assign LSQstoreOrLoad_o = commandType_i == 9;
endmodule
```
`flow/run.sh`:
```
#!/bin/bash
# OpenROAD 26Q1-2900-gdf79404cd8, Yosys 0.63+post, stock flow scripts
make -C /OpenROAD-flow-scripts/flow DESIGN_CONFIG=/design/flow/config.mk WORK_HOME=/design/flow/orfs finish
```
`flow/config.mk`:
```
export PLATFORM = sky130hd
export DESIGN_NAME = decodeStageExtra
export DESIGN_NICKNAME = decodeStageExtra
export VERILOG_FILES = /design/flow/design.v
export SDC_FILE = /design/flow/constraint.sdc
export NUM_CORES = 4
export LEC_CHECK = 1
export CORE_AREA = 10 10 547 547
export DIE_AREA = 0 0 557 557
```
`flow/constraint.sdc`:
```
current_design decodeStageExtra

set clk_period 11.4
set clk_io_pct 0.2

create_clock -name clk0 -period $clk_period

set non_clock_inputs [all_inputs -no_clocks]
set_input_delay [expr $clk_period * $clk_io_pct] -clock clk0 $non_clock_inputs
set_output_delay [expr $clk_period * $clk_io_pct] -clock clk0 [all_outputs]
```
==> results.toml <==
# physical design summary
[status]
status = "finished clean"

[yosys]
most_common_cell = "buf_4"
syn_inst = 1959
common_cells = "802 x buf_4, 163 x clkbuf_1, 152 x nand3_1"
topCellsByArea = "buf_4 47%, nand3_1 5.9%, clkbuf_1 4.7%"
yosysTopAreaCell = "buf_4"
syn_avg_cell_area_um2 = 6.60
yosysWarnings = 3
synth.top_cell.area_share_pct = 46.6
ys_cells = 1959
synth_seq_share_pct = 0
ys_types = 49
netlist_area_um2 = 12900
synth_chip_area_um2 = 12900

[finish]
areaGrowthSynthToFinish_pct = 98.8
fillers = 33500
nClkBuffers = 0
final_area_um2 = 25700
seq_area_um2 = 0
drive_gt1_share_pct = 6.99
flops = 0
logic_area_um2 = 6380

[detailed_routing]
wirelength_um = 214000
dr.pass1.iters = 5
ant_nets = 0
vias = 18700
wl_per_cell_um = 34.0
drt_iter0_drc = 2273
post-route-drc-count = 0
vias_per_cell = 2.96

[final_timing]
fin_crit_sh_pct = 81.2
fin_setup_tns_ns = 0
worst_slew_pin_slew_ns = 1.02
relSlewSlack_pct = 31.9
finalSetupViolCount = 0
hold_slack_ns = 4.56
slew_violations = 0
final_hold_viol_count = 0
setup_slack_ns = 2.14
clock.fmax_ghz = 0.108
layout_min_cycle_time_ns = 9.26
rsz0062_at_grt = "false"

[global_route]
grt_max_degree = 105
globalRouteOverflowTotal = 0
grt_usage_pct = 13.1
grt_pass1_vias = 17500
grt_antenna_before_repair = 190
grt_pass1_wl_um = 251000

[clocking]
cts_resized = 0
postCtsSetupRepairBufs = 0
hold_buffers = 0

[die]
die_h_um = 557
rows = 197
core_um2 = 288000
fp_util_pct = 4.49
fp.dieW_um = 557
ios = 1431
dieArea_um2 = 310000

[placed_design]
dpl_cell_area_um2 = 25500
place_congestion = 0.851
placement.io_buffers = 1325
place_ws_ns = 2.24
dp_hpwl_um = 192000

[critical_path]
crit_slowest_cell = "clkdlybuf4s50_1"
crit_path_end_kind = "primary output"
crit_fanout = 71
cp.required_ns = 9.12
arrival_ns = 6.98
crit_end = "RSROBval2_o[24]"
slowest_delay_ns = 1.01
crit_path_start = "mapReadData2_i[2]"
critPathKind = "primary input to primary output"
worstSetupStartpointType = "primary input"
crit_chain = "clkdlybuf4s50_1 > buf_4 > xnor2_1 > and4_4 > buf_4 > buf_12 > and4_1 > or4_1 > clkdlybuf4s50_1"

[worst_hold_path]
hp-class = "primary input to primary output"

[power]
p_leak_nw = 7.65
ir_drop_mv = 0.0212
power_w = 0.00123
power_density_nw_per_um2 = 48.0

[flow_run]
warnings = 40
drv_cap = 0
==> cell usage in the layout (no fill, tap or decap), types with 10 or more instances in the layout <==
cell	netlist	layout
clkdlybuf4s50_1	0	1322
nand3_1	152	152
buf_4	802	132
o21ai_0	90	90
diode_2	0	82
nor2_1	84	82
a31oi_1	81	80
nand2_1	76	72
a21oi_1	69	68
o2111ai_1	59	59
nand4_1	54	54
o211ai_1	53	53
and4_1	51	50
o2111a_1	44	44
or4_1	41	40
a2111o_1	14	14
conb_1	2	13
a311o_1	11	11
nand4b_1	10	10
==> stage by stage <==
stage / instances / utilization (%)
final: 6309 / 8.93
after detailed placement: 6227 / 8.86
after floorplan: 1970 / -
after CTS: 6227 / 8.86
after global placement: 6227 / 8.86
after global routing: 6244 / 8.87
==> metal layers <==
layer / GRT usage (%) / part of all wire [%] / vias up
met5: 0 / 0.47 / -
met4: 3.73 / 3.5 / 152
met3: 8.24 / 16 / 419
met2: 20.0 / 43 / 1913
met1: 15.3 / 37 / 8820
li1: - / - / 7396
==> worst max-delay path: cells and delay by family <==
kind                   cells  cell delay (ns)
XOR/XNOR                   1             0.16
AND/OR/NAND/NOR            3             1.41
buffers and inverters      5             2.90
==> report_power, final <==
group | switching (W) | internal [W] | leakage, nW | total, W
Clock | 0 | 0.000000000219 | 0.000510 | 0.000000000220
Combinational | 0.000606 | 0.000628 | 7.65 | 0.00123
Sequential | 0 | 0 | 0 | 0
==> cells by family after synthesis <==
| family | count (synthesis) | share of synthesized area [%] |
|---|---|---|
| AOI/OAI and AO/OA | 445 | 24.6 |
| and+or+nand+nor | 504 | 21.7 |
| buffers and inverters | 990 | 52.1 |
| xor gates and xnor gates | 10 | 0.678 |
| other | 2 | 0.0581 |
| muxes | 8 | 0.765 |
==> worst min path at each step <==
stage      startpoint          endpoint  slack [ns]  cells past startpoint
6_report   memWrite_i   RSCommands_o[0]        4.56                      0
5_1_grt   leftShift_i  RSCommands_o[17]        4.56                      0
4_1_cts    ALUOp_i[0]  RSCommands_o[22]        4.56                      0
==> cell type report <==
| cell class | instances | area share [%] |
|---|---|---|
| tap | 3781 | 18.4 |
| timing repair buffer | 1462 | 55.9 |
| inverter | 4 | 0.0779 |
| multi-input combinational | 980 | 24.8 |
| antenna | 82 | 0.799 |
Power and IR drop assume default switching activity.
