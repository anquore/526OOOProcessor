$ cat design/flow/design.v
module forwardingUnit (currentReg1, currentReg2, ALUreg, MEMreg, currentData1, currentData2,
								ALUdata, MEMdata, regA, regB, ALUforward, MEMforward);
	input logic [4:0] currentReg1, currentReg2, ALUreg, MEMreg;
	input logic [63:0] currentData1, currentData2, ALUdata, MEMdata;
	input logic ALUforward, MEMforward;
	output logic [63:0] regA, regB;
	logic sendALU1, sendALU2, sendMEM1, sendMEM2;
	always_comb begin
		if (currentReg1 == ALUreg && ALUreg != 31 && ALUforward == 1) begin
			sendALU1 = 1'b1;
			sendMEM1 = 1'bx;
		end else if(currentReg1 == MEMreg && MEMreg != 31 && MEMforward == 1) begin
			sendALU1 = 1'b0;
			sendMEM1 = 1'b1;
		end else begin
			sendALU1 = 1'b0;
			sendMEM1 = 1'b0;
		end
		if (currentReg2 == ALUreg && ALUreg != 31 && ALUforward == 1) begin
			sendALU2 = 1'b1;
			sendMEM2 = 1'bx;
		end else if(currentReg2 == MEMreg && MEMreg != 31 && MEMforward == 1) begin
			sendALU2 = 1'b0;
			sendMEM2 = 1'b1;
		end else begin
			sendALU2 = 1'b0;
			sendMEM2 = 1'b0;
		end
	end
	logic [63:0][1:0] memReg1;
	logic [63:0] reg1Step;
	integer i, j;
	always_comb begin
		for(i=0; i<64; i++) begin
			memReg1[i][0] = currentData1[i];
		end
		for(j=0; j<64; j++) begin
			memReg1[j][1] = MEMdata[j];
		end
	end
	mux2x64 memReg1Mux (.out(reg1Step), .addr(sendMEM1), .muxIns(memReg1));
	logic [63:0][1:0] execReg1;
	integer k, l;
	always_comb begin
		for(k=0; k<64; k++) begin
			execReg1[k][0] = reg1Step[k];
		end
		for(l=0; l<64; l++) begin
			execReg1[l][1] = ALUdata[l];
		end
	end
	mux2x64 execReg1Mux (.out(regA), .addr(sendALU1), .muxIns(execReg1));
	logic [63:0][1:0] memReg2;
	logic [63:0] reg2Step;
	integer m, n;
	always_comb begin
		for(m=0; m<64; m++) begin
			memReg2[m][0] = currentData2[m];
		end
		for(n=0; n<64; n++) begin
			memReg2[n][1] = MEMdata[n];
		end
	end
	mux2x64 memReg2Mux (.out(reg2Step), .addr(sendMEM2), .muxIns(memReg2));
	logic [63:0][1:0] execReg2;
	integer o, p;
	always_comb begin
		for(o=0; o<64; o++) begin
			execReg2[o][0] = reg2Step[o];
		end
		for(p=0; p<64; p++) begin
			execReg2[p][1] = ALUdata[p];
		end
	end
	mux2x64 execReg2Mux (.out(regB), .addr(sendALU2), .muxIns(execReg2));
endmodule
`timescale 1ns/10ps
module mux2_1(out, i0, i1, sel);
	output logic out;
	input logic i0, i1, sel;
	logic [2:0] inBetween;
	not #5 flipSel (inBetween[0], sel);
	and #5 input0 (inBetween[1], i0, inBetween[0]);
	and #5 input1 (inBetween[2], i1, sel);
	or #5 theOutput (out, inBetween[1], inBetween[2]);
endmodule
module mux2_1_testbench();
	logic i0, i1, sel;
	logic out;
	mux2_1 dut (.out, .i0, .i1, .sel);
	 initial begin
		 sel=0; i0=0; i1=0; #100;
		 sel=0; i0=0; i1=1; #100;
		 sel=0; i0=1; i1=0; #100;
		 sel=0; i0=1; i1=1; #100;
		 sel=1; i0=0; i1=0; #100;
		 sel=1; i0=0; i1=1; #100;
		 sel=1; i0=1; i1=0; #100;
		 sel=1; i0=1; i1=1; #100;
	 end
endmodule 
`timescale 1ns/10ps
module mux2x64(out, addr, muxIns);
	output logic [63:0] out;
	input logic [63:0][1:0] muxIns;
	input logic addr;
	genvar i;
	generate
		for(i=0; i<64; i++) begin : eachSmallMux
			mux2_1 smallMux (.out(out[i]), .i0(muxIns[i][0]), .i1(muxIns[i][1]), .sel(addr));
		end
	endgenerate 
endmodule
module mux2x64_testbench();
	logic [63:0][1:0] muxIns;
	logic addr;
	logic [63:0] out;
	mux2x64 dut (.out, .addr, .muxIns);
	integer i;
	initial begin
		for(i=0; i<64; i++) begin
			muxIns[i][0] = 0; #1000;
		end
		for(i=0; i<64; i++) begin
			muxIns[i][1] = 1; #1000;
		end
		addr = 0; #1000;
		addr = 1; #1000;
		#10;
	end
endmodule 
$ cat design/flow/run.sh
#!/bin/bash
# OpenROAD 26Q1-2900-gdf79404cd8, Yosys 0.63+post, stock flow scripts
make -C /OpenROAD-flow-scripts/flow DESIGN_CONFIG=/design/flow/config.mk WORK_HOME=/design/flow/orfs finish
$ cat design/flow/config.mk
export PLATFORM = sky130hd
export DESIGN_NAME = forwardingUnit
export DESIGN_NICKNAME = forwardingUnit
export VERILOG_FILES = /design/flow/design.v
export SDC_FILE = /design/flow/constraint.sdc
export NUM_CORES = 4
export LEC_CHECK = 1
export CORE_AREA = 10 10 163 163
export DIE_AREA = 0 0 173 173
$ cat design/flow/constraint.sdc
current_design forwardingUnit

set clk_period 7.2
set clk_io_pct 0.2

create_clock -name clk0 -period $clk_period

set non_clock_inputs [all_inputs -no_clocks]
set_input_delay [expr $clk_period * $clk_io_pct] -clock clk0 $non_clock_inputs
set_output_delay [expr $clk_period * $clk_io_pct] -clock clk0 [all_outputs]
==> impl_metrics.py <==
# Synthesis and PnR figures
metrics = {
    "outcome": {
        "status": "finished, final reports clean",
    },
    "sta": {
        "period_needed_ps": 5990,
        "report.final.slew_viol_count": 0,
        "fin_crit_sh_pct": 83.3,
        "maxSlewHeadroom_pct": 45.3,
        "hold_violations": 0,
        "rsz0062_at_grt": "no",
        "finalSetupViolations": 0,
        "max_freq_mhz": 167,
        "finalSetupTns_ps": 0,
        "tightest_slew_ps": 821,
    },
    "cts": {
        "cts_setup_buffers": 0,
        "cts_resized": 0,
        "cts-hold-fix-buffers": 0,
    },
    "yosys": {
        "post_synth.cell_area_avg_um2": 6.04,
        "ys_seq_share_pct": 0,
        "synth_area_um2": 6130,
        "top_area_share_pct": 15.9,
        "top_area_cell": "buf_4",
        "yosysWarningCount": 1,
        "syn-instance-count": 1014,
        "ys_types": 22,
        "yosys-top-cells-area": "buf_4 16%, a31oi_1 13%, nor4_1 13%",
        "ys_cells": 1014,
        "yosysChipArea_um2": 6130,
    },
    "job": {
        "warnings": 32,
        "maxCapViolCount": 0,
    },
    "global_route": {
        "overflow": 0,
        "grt_pass1_wl_mm": 59.1,
        "track_usage_pct": 24.9,
        "grt_max_degree": 55,
        "grt_pass1_vias": 8894,
        "antenna_found_initial": 1,
    },
    "setup_path": {
        "endpoint_kind": "output pin",
        "start_kind": "input pin",
        "crit_chain": "clkdlybuf4s50_1 -> and4_1 -> a21bo_4 -> buf_12 -> o31ai_1 -> a31oi_1 -> clkdlybuf4s50_1",
        "cp_common_cell": "clkdlybuf4s50_1",
        "crit_slowest_cell": "clkdlybuf4s50_1",
        "crit_arrival_ps": 4550,
        "max_stage_delay_ps": 700,
        "required_ps": 5760,
        "critPathKind": "in -> out",
        "crit_path_max_fanout": 54,
    },
    "placement": {
        "placed_area_um2": 9450,
        "place_inst": 1498,
        "place.gp.congestion": 0.964,
        "dpl.hpwl_mm": 28.9,
        "port_buffers": 406,
    },
    "drt": {
        "wl_per_cell_um": 26.5,
        "wl_met2_mm": 18.2,
        "antenna-diode-count": 0,
        "drc": 0,
        "dr.pass1.iters": 5,
        "drt_wl_total_mm": 39.6,
        "vias_per_cell": 5.97,
        "met3_length_mm": 4.10,
        "drtAntennaViolNets": 0,
        "drt-met1-wl_mm": 16.0,
        "dr.max_layer_used": "met5",
        "initialDrtViolationCount": 1056,
        "vias": 8947,
    },
    "pwr": {
        "irDropWorstVdd_v": 0.0000534,
        "switchingPower_mw": 0.364,
        "powerDensity_nw_per_um2": 71.9,
        "clkPwrFrac_pct": 0,
        "seq_power_share_pct": 0,
        "power_leakage_nw": 2.64,
        "p_sw_share_pct": 53.6,
        "pwr-share-comb_pct": 100.0,
        "p_int_mw": 0.316,
    },
    "cells_and_area": {
        "regArea_um2": 0,
        "syn2layout_area_growth_pct": 54.2,
        "final_cells": 1498,
        "nClkBuffers": 0,
        "layout.cells.most_common": "clkdlybuf4s50_1",
        "finalInstanceArea_um2": 9450,
        "post-route-util_pct": 41.4,
        "post_route_cells_drive_above_1_share_pct": 9.70,
        "nFlopsAndLatches": 0,
        "final_cell_mix": "405 x clkdlybuf4s50_1, 192 x nand2_1, 128 x nor4_1, 128 x nor3_1, 128 x a31oi_1",
    },
    "hold_path": {
        "hp-class": "in -> out",
    },
    "floorplanning": {
        "dieWidth_um": 173,
        "initCoreUtil_pct": 26.8,
        "die_area_um2": 29900,
        "dieHeight_um": 173,
        "pin_count": 406,
        "core_um2": 22800,
        "num_rows": 55,
    },
}
[synth_stat cells]
| library cell | number |
|---|---|
| nor4_1 | 128 |
| or2_1 | 1 |
| o31ai_1 | 68 |
| a211oi_2 | 2 |
| buf_2 | 40 |
| or2_2 | 3 |
| and4_1 | 1 |
| xor2_1 | 10 |
| buf_1 | 20 |
| a21bo_2 | 1 |
| clkbuf_1 | 78 |
| o31ai_2 | 60 |
| inv_1 | 1 |
| nand2_1 | 192 |
| nor3_1 | 128 |
| o211ai_1 | 2 |
| nand4_1 | 3 |
| a31oi_1 | 128 |
| buf_6 | 6 |
| or3_1 | 2 |
| xnor2_1 | 10 |
| buf_4 | 130 |
[area by class of cell]
cell class | count | area, um2
fillers | 2425 | 13400
multi-input cells | 739 | 4660
repair buffers | 445 | 4400
well taps | 313 | 392
inverters | 1 | 3.75
[metrics by stage]
stage,worst slack [ps],power (mW),hold WS [ps]
after global placement,1260,0.676,3830
after detailed placement,1240,0.675,3820
final,1210,0.680,3830
after floorplan,2920,0.344,3090
after CTS,1240,0.678,3830
after global routing,1100,0.719,3870
[cells by family after synthesis]
group                     count (synthesis)  share of synthesized area [%]
xor gates and xnor gates                 20                           2.86
buffers and inverters                   275                           26.4
and+or+nand+nor                         458                           36.3
AOI/OAI and AO/OA                       261                           34.5
[worst paths after layout]
kind,start,to,depth (start not counted)
setup / recovery,MEMreg[0],regA[48],7
hold / removal,currentData1[55],regA[55],4
[layer usage]
metal / vias up / track usage [%]
li1: 4064 / -
met1: 4195 / 31.9
met2: 612 / 40.6
met3: 74 / 6.48
met4: 2 / 6.65
met5: - / 0
[power by group through the flow]
stage	combinational, mW	clock (mW)	sequential (mW)
4_1_cts	0.678	0	0
6_report	0.680	0	0
5_1_grt	0.719	0	0
[critical path, delay by kind of cell]
family | cells | cell delay, ps
AND-OR/OR-AND | 3 | 1000
AND/OR/NAND/NOR | 1 | 420
buffers and inverters | 3 | 1550
Power and IR drop assume default switching activity.
