### flow/run.sh
#!/bin/bash
# OpenROAD 26Q1-2900-gdf79404cd8, Yosys 0.63+post, stock flow scripts
make -C /OpenROAD-flow-scripts/flow DESIGN_CONFIG=/design/flow/config.mk WORK_HOME=/design/flow/orfs finish
### flow/config.mk
export PLATFORM = sky130hd
export DESIGN_NAME = mux_4x1_X65
export DESIGN_NICKNAME = mux_4x1_X65
export VERILOG_FILES = /design/flow/design.v
export SDC_FILE = /design/flow/constraint.sdc
export NUM_CORES = 4
export LEC_CHECK = 1
export CORE_AREA = 10 10 134 134
export DIE_AREA = 0 0 144 144
### flow/constraint.sdc
current_design mux_4x1_X65

set clk_period 6.5
set clk_io_pct 0.2

create_clock -name clk0 -period $clk_period

set non_clock_inputs [all_inputs -no_clocks]
set_input_delay [expr $clk_period * $clk_io_pct] -clock clk0 $non_clock_inputs
set_output_delay [expr $clk_period * $clk_io_pct] -clock clk0 [all_outputs]
### flow/design.v
module NAND_MUX_4x1(out, select, invSelect, in);
	output out;
	input [1:0] select, invSelect;
	input [3:0] in;
	wire three, two, one, zero;
	nand zeroNand(zero, in[0], invSelect[1], invSelect[0]);
	nand oneNand(one, in[1], invSelect[1], select[0]);
	nand twoNand(two, in[2], select[1], invSelect[0]);
	nand threeNand(three, in[3], select[1], select[0]);
	nand sumNand(out, three, two, one, zero);
endmodule
module NAND_MUX_4x1_testbench;
	wire out;
	reg [1:0] selects;
	wire [1:0] invSelects;
	reg [3:0] ins;
	assign invSelects = ~selects;
	NAND_MUX_4x1 dut(.out, .select(selects), .invSelect(invSelects), .in(ins));
	initial begin
	selects[1:0] = 2'b00;
	ins[3:0] = 4'b0101;
	#200;
	selects[1:0] = 2'b01;
	#200;
	selects[1:0] = 2'b10;
	#200;
	selects[1:0] = 2'b11;
	#200;
	ins[3:0] = 4'b1010;
	#200;
	end
endmodule
module mux_4x1_X65(outs, select, invSelect, ins);
	output [64:0] outs;
	input [1:0] select, invSelect;
	input [3:0][64:0] ins;
		NAND_MUX_4x1 m7(.out(outs[7]), .select, .invSelect, .in({ins[3][7], ins[2][7], ins[1][7], ins[0][7]}));
	NAND_MUX_4x1 m6(.out(outs[6]), .select, .invSelect, .in({ins[3][6], ins[2][6], ins[1][6], ins[0][6]}));
	NAND_MUX_4x1 m5(.out(outs[5]), .select, .invSelect, .in({ins[3][5], ins[2][5], ins[1][5], ins[0][5]}));
	NAND_MUX_4x1 m4(.out(outs[4]), .select, .invSelect, .in({ins[3][4], ins[2][4], ins[1][4], ins[0][4]}));
	NAND_MUX_4x1 m3(.out(outs[3]), .select, .invSelect, .in({ins[3][3], ins[2][3], ins[1][3], ins[0][3]}));
	NAND_MUX_4x1 m2(.out(outs[2]), .select, .invSelect, .in({ins[3][2], ins[2][2], ins[1][2], ins[0][2]}));
	NAND_MUX_4x1 m1(.out(outs[1]), .select, .invSelect, .in({ins[3][1], ins[2][1], ins[1][1], ins[0][1]}));
	NAND_MUX_4x1 m0(.out(outs[0]), .select, .invSelect, .in({ins[3][0], ins[2][0], ins[1][0], ins[0][0]}));
		NAND_MUX_4x1 m15(.out(outs[15]), .select, .invSelect, .in({ins[3][15], ins[2][15], ins[1][7], ins[0][15]}));
	NAND_MUX_4x1 m14(.out(outs[14]), .select, .invSelect, .in({ins[3][14], ins[2][14], ins[1][7], ins[0][14]}));
	NAND_MUX_4x1 m13(.out(outs[13]), .select, .invSelect, .in({ins[3][13], ins[2][13], ins[1][7], ins[0][13]}));
	NAND_MUX_4x1 m12(.out(outs[12]), .select, .invSelect, .in({ins[3][12], ins[2][12], ins[1][7], ins[0][12]}));
	NAND_MUX_4x1 m11(.out(outs[11]), .select, .invSelect, .in({ins[3][11], ins[2][11], ins[1][7], ins[0][11]}));
	NAND_MUX_4x1 m10(.out(outs[10]), .select, .invSelect, .in({ins[3][10], ins[2][10], ins[1][7], ins[0][10]}));
	NAND_MUX_4x1 m9(.out(outs[9]), .select, .invSelect, .in({ins[3][9], ins[2][9], ins[1][7], ins[0][9]}));
	NAND_MUX_4x1 m8(.out(outs[8]), .select, .invSelect, .in({ins[3][8], ins[2][8], ins[1][7], ins[0][8]}));
		NAND_MUX_4x1 m23(.out(outs[23]), .select, .invSelect, .in({ins[3][23], ins[2][23], ins[1][23], ins[0][23]}));
	NAND_MUX_4x1 m22(.out(outs[22]), .select, .invSelect, .in({ins[3][22], ins[2][22], ins[1][22], ins[0][22]}));
	NAND_MUX_4x1 m21(.out(outs[21]), .select, .invSelect, .in({ins[3][21], ins[2][21], ins[1][21], ins[0][21]}));
	NAND_MUX_4x1 m20(.out(outs[20]), .select, .invSelect, .in({ins[3][20], ins[2][20], ins[1][20], ins[0][20]}));
	NAND_MUX_4x1 m19(.out(outs[19]), .select, .invSelect, .in({ins[3][19], ins[2][19], ins[1][19], ins[0][19]}));
	NAND_MUX_4x1 m18(.out(outs[18]), .select, .invSelect, .in({ins[3][18], ins[2][18], ins[1][18], ins[0][18]}));
	NAND_MUX_4x1 m17(.out(outs[17]), .select, .invSelect, .in({ins[3][17], ins[2][17], ins[1][17], ins[0][17]}));
	NAND_MUX_4x1 m16(.out(outs[16]), .select, .invSelect, .in({ins[3][16], ins[2][16], ins[1][16], ins[0][16]}));
		NAND_MUX_4x1 m31(.out(outs[31]), .select, .invSelect, .in({ins[3][31], ins[2][31], ins[1][31], ins[0][31]}));
	NAND_MUX_4x1 m30(.out(outs[30]), .select, .invSelect, .in({ins[3][30], ins[2][30], ins[1][30], ins[0][30]}));
	NAND_MUX_4x1 m29(.out(outs[29]), .select, .invSelect, .in({ins[3][29], ins[2][29], ins[1][29], ins[0][29]}));
	NAND_MUX_4x1 m28(.out(outs[28]), .select, .invSelect, .in({ins[3][28], ins[2][28], ins[1][28], ins[0][28]}));
	NAND_MUX_4x1 m27(.out(outs[27]), .select, .invSelect, .in({ins[3][27], ins[2][27], ins[1][27], ins[0][27]}));
	NAND_MUX_4x1 m26(.out(outs[26]), .select, .invSelect, .in({ins[3][26], ins[2][26], ins[1][26], ins[0][26]}));
	NAND_MUX_4x1 m25(.out(outs[25]), .select, .invSelect, .in({ins[3][25], ins[2][25], ins[1][25], ins[0][25]}));
	NAND_MUX_4x1 m24(.out(outs[24]), .select, .invSelect, .in({ins[3][24], ins[2][24], ins[1][24], ins[0][24]}));
		NAND_MUX_4x1 m39(.out(outs[39]), .select, .invSelect, .in({ins[3][39], ins[2][39], ins[1][39], ins[0][39]}));
	NAND_MUX_4x1 m38(.out(outs[38]), .select, .invSelect, .in({ins[3][38], ins[2][38], ins[1][38], ins[0][38]}));
	NAND_MUX_4x1 m37(.out(outs[37]), .select, .invSelect, .in({ins[3][37], ins[2][37], ins[1][37], ins[0][37]}));
	NAND_MUX_4x1 m36(.out(outs[36]), .select, .invSelect, .in({ins[3][36], ins[2][36], ins[1][36], ins[0][36]}));
	NAND_MUX_4x1 m35(.out(outs[35]), .select, .invSelect, .in({ins[3][35], ins[2][35], ins[1][35], ins[0][35]}));
	NAND_MUX_4x1 m34(.out(outs[34]), .select, .invSelect, .in({ins[3][34], ins[2][34], ins[1][34], ins[0][34]}));
	NAND_MUX_4x1 m33(.out(outs[33]), .select, .invSelect, .in({ins[3][33], ins[2][33], ins[1][33], ins[0][33]}));
	NAND_MUX_4x1 m32(.out(outs[32]), .select, .invSelect, .in({ins[3][32], ins[2][32], ins[1][32], ins[0][32]}));
		NAND_MUX_4x1 m47(.out(outs[47]), .select, .invSelect, .in({ins[3][47], ins[2][47], ins[1][47], ins[0][47]}));
	NAND_MUX_4x1 m46(.out(outs[46]), .select, .invSelect, .in({ins[3][46], ins[2][46], ins[1][46], ins[0][46]}));
	NAND_MUX_4x1 m45(.out(outs[45]), .select, .invSelect, .in({ins[3][45], ins[2][45], ins[1][45], ins[0][45]}));
	NAND_MUX_4x1 m44(.out(outs[44]), .select, .invSelect, .in({ins[3][44], ins[2][44], ins[1][44], ins[0][44]}));
	NAND_MUX_4x1 m43(.out(outs[43]), .select, .invSelect, .in({ins[3][43], ins[2][43], ins[1][43], ins[0][43]}));
	NAND_MUX_4x1 m42(.out(outs[42]), .select, .invSelect, .in({ins[3][42], ins[2][42], ins[1][42], ins[0][42]}));
	NAND_MUX_4x1 m41(.out(outs[41]), .select, .invSelect, .in({ins[3][41], ins[2][41], ins[1][41], ins[0][41]}));
	NAND_MUX_4x1 m40(.out(outs[40]), .select, .invSelect, .in({ins[3][40], ins[2][40], ins[1][40], ins[0][40]}));
		NAND_MUX_4x1 m55(.out(outs[55]), .select, .invSelect, .in({ins[3][55], ins[2][55], ins[1][55], ins[0][55]}));
	NAND_MUX_4x1 m54(.out(outs[54]), .select, .invSelect, .in({ins[3][54], ins[2][54], ins[1][54], ins[0][54]}));
	NAND_MUX_4x1 m53(.out(outs[53]), .select, .invSelect, .in({ins[3][53], ins[2][53], ins[1][53], ins[0][53]}));
	NAND_MUX_4x1 m52(.out(outs[52]), .select, .invSelect, .in({ins[3][52], ins[2][52], ins[1][52], ins[0][52]}));
	NAND_MUX_4x1 m51(.out(outs[51]), .select, .invSelect, .in({ins[3][51], ins[2][51], ins[1][51], ins[0][51]}));
	NAND_MUX_4x1 m50(.out(outs[50]), .select, .invSelect, .in({ins[3][50], ins[2][50], ins[1][50], ins[0][50]}));
	NAND_MUX_4x1 m49(.out(outs[49]), .select, .invSelect, .in({ins[3][49], ins[2][49], ins[1][49], ins[0][49]}));
	NAND_MUX_4x1 m48(.out(outs[48]), .select, .invSelect, .in({ins[3][48], ins[2][48], ins[1][48], ins[0][48]}));
		NAND_MUX_4x1 m63(.out(outs[63]), .select, .invSelect, .in({ins[3][63], ins[2][63], ins[1][63], ins[0][63]}));
	NAND_MUX_4x1 m62(.out(outs[62]), .select, .invSelect, .in({ins[3][62], ins[2][62], ins[1][62], ins[0][62]}));
	NAND_MUX_4x1 m61(.out(outs[61]), .select, .invSelect, .in({ins[3][61], ins[2][61], ins[1][61], ins[0][61]}));
	NAND_MUX_4x1 m60(.out(outs[60]), .select, .invSelect, .in({ins[3][60], ins[2][60], ins[1][60], ins[0][60]}));
	NAND_MUX_4x1 m59(.out(outs[59]), .select, .invSelect, .in({ins[3][59], ins[2][59], ins[1][59], ins[0][59]}));
	NAND_MUX_4x1 m58(.out(outs[58]), .select, .invSelect, .in({ins[3][58], ins[2][58], ins[1][58], ins[0][58]}));
	NAND_MUX_4x1 m57(.out(outs[57]), .select, .invSelect, .in({ins[3][57], ins[2][57], ins[1][57], ins[0][57]}));
	NAND_MUX_4x1 m56(.out(outs[56]), .select, .invSelect, .in({ins[3][56], ins[2][56], ins[1][56], ins[0][56]}));
		NAND_MUX_4x1 m64(.out(outs[64]), .select, .invSelect, .in({ins[3][64], ins[2][64], ins[1][64], ins[0][64]}));
endmodule
==> results.py <==
# Metrics from the implementation run
metrics = {
    "layout": {
        "regArea_um2": 0,
        "final_util_pct": 33.4,
        "layout-drive-gt1-share_pct": 1.74,
        "syn_to_final_growth_pct": 117,
        "flop-count": 0,
        "num-clock-buffers": 0,
    },
    "die": {
        "dieWidth_um": 144,
        "fp_util_pct": 15.4,
        "io_pins": 329,
        "die-area_um2": 20700,
        "core.rowCount": 45,
        "die_h_um": 144,
        "core_um2": 15100,
    },
    "sta": {
        "fmax_mhz": 209,
        "finalCritPeriodShare_pct": 73.7,
        "fin_crit_ps": 4790,
        "tightest_slew_ps": 675,
        "slew-limit-headroom_pct": 55.0,
        "hold_violations": 0,
        "finalSetupViolCount": 0,
        "rsz0062_at_grt": "false",
        "final_max_slew_viol_count": 0,
        "fin_tns_setup_ps": 0,
    },
    "logic_synthesis": {
        "yosys_warnings": 0,
        "syn_area_um2": 2330,
        "synthCells": 297,
        "synthDistinctLibCells": 11,
        "synth.avg_cell_area_um2": 7.85,
        "ys_area_um2": 2330,
        "synth_seq_share_pct": 0,
        "ys_cells": 297,
    },
    "global_routing": {
        "antenna_found_initial": 0,
        "grt_pass1_wl_um": 20800,
        "grtUsageTotal_pct": 12.5,
        "grt_max_degree": 67,
        "grt_pass1_vias": 3568,
        "overflow": 0,
    },
    "run": {
        "warnings": 40,
        "drv_cap": 0,
    },
    "worst_setup_path": {
        "worstSetupPathType": "in2out",
        "cp_max_fo": 61,
        "critPathArrivalTime_ps": 3490,
        "worst_setup_path_start_kind": "primary input",
        "crit_path_cell_trace": "buf_4 > buf_4 > and3_1 > a221o_1 > clkdlybuf4s50_1",
        "crit_slowest_cell": "buf_4",
        "end_kind": "output pin",
        "cp_data_required_time_ps": 5200,
        "max_stage_delay_ps": 560,
        "cp_common_cell": "buf_4",
    },
    "detailed_routing": {
        "drtPass1Iterations": 7,
        "wl_per_cell_um": 20.7,
        "route.detailed.drc": 0,
        "vias": 3380,
        "num_antenna_cells": 0,
        "viasPerCell": 4.80,
        "drt-total-wl_um": 14600,
        "drtIter0Drc": 176,
        "drtAntennaViolNets": 0,
    },
    "clocking": {
        "cts_setup_buffers": 0,
        "postCtsHoldBufs": 0,
        "cts_resized": 0,
    },
    "worst_hold_path": {
        "hold_depth": 4,
        "worst_hold_path_type": "in2out",
    },
    "power_and_ir_drop": {
        "p_leak_nw": 2.07,
        "ir_drop_v": 0.0000504,
        "power_per_cell_area_nw_per_um2": 69.8,
    },
    "place": {
        "hpwl_um": 11900,
        "portBuffers": 321,
        "place_congestion": 0.786,
    },
    "run_status": {
        "status": "completed",
    },
}
-- cell usage in the layout, fill, tap and decap left out --
master,instances
and2_1,1
nand3_1,3
clkdlybuf4s50_1,317
a22o_1,64
buf_4,5
buf_2,3
and3_1,57
nand4b_1,1
and2_4,1
a221o_1,64
-- worst max-delay path, delay by kind of cell --
family | cells | cell delay, ps
and+or+nand+nor | 1 | 470
buffers and inverters | 3 | 1460
AOI/OAI and AO/OA | 1 | 180
-- Yosys cell counts --
| cell type | instances | area [um^2] |
|---|---|---|
| and2_1 | 1 | 6.26 |
| buf_2 | 6 | 30.0 |
| and2_4 | 1 | 8.76 |
| clkbuf_1 | 23 | 86.3 |
| and3_1 | 57 | 357 |
| nand4b_1 | 1 | 8.76 |
| a221o_1 | 64 | 641 |
| buf_6 | 11 | 124 |
| nand3_1 | 3 | 15.0 |
| buf_4 | 66 | 495 |
| a22o_1 | 64 | 561 |
-- where the power goes --
| part | switching, W | total [W] | internal [W] |
|---|---|---|---|
| clock network | 0 | 0 | 0 |
| logic | 0.0000949 | 0.000353 | 0.000258 |
| registers | 0 | 0 | 0 |
| total | 0.0000949 | 0.000353 | 0.000258 |
-- metrics by stage --
step | cells | area, um^2 | hold WS (ps) | worst slack [ps] | power, W
after floorplan | 297 | 2330 | 2790 | 3050 | 0.000156
after global placement | 704 | 5060 | 3600 | 1760 | 0.000355
after detailed placement | 704 | 5060 | 3600 | 1740 | 0.000356
after CTS | 704 | 5060 | 3610 | 1750 | 0.000358
after global routing | 704 | 5060 | 3660 | 1560 | 0.000378
final | 704 | 5060 | 3590 | 1710 | 0.000353
-- worst paths after layout --
check,startpoint,to
hold / removal,select[0],outs[15]
setup / recovery,invSelect[1],outs[7]
-- final cells by class --
cell class | instances | area [um^2]
multi-input cells | 191 | 1600
well taps | 188 | 235
fillers | 1495 | 10100
repair buffers | 325 | 3230
-- logic make-up (layout without fill, tap and decap cells) --
| group | count (synthesis) | in the layout | synth area share [%] |
|---|---|---|---|
| compound gates | 128 | 128 | 51.5 |
| buf+inv | 106 | 325 | 31.5 |
| simple gates | 63 | 63 | 17.0 |
-- per-layer routing --
layer	vias up	global-route usage, %	wire length (um)
li1	1606	-	-
met1	1555	14.5	5500
met2	217	22.0	7010
met3	2	5.42	2030
met4	0	0.430	54
met5	-	0	0
Power and IR drop assume default switching activity.
