File: flow/run.sh
#!/bin/bash
# OpenROAD 26Q1-2900-gdf79404cd8, Yosys 0.63+post, stock flow scripts
make -C /OpenROAD-flow-scripts/flow DESIGN_CONFIG=/design/flow/config.mk WORK_HOME=/design/flow/orfs finish
File: flow/config.mk
export PLATFORM = sky130hd
export DESIGN_NAME = decodeStage
export DESIGN_NICKNAME = decodeStage
export VERILOG_FILES = /design/flow/design.v
export SDC_FILE = /design/flow/constraint.sdc
export NUM_CORES = 4
export LEC_CHECK = 1
export CORE_AREA = 10 10 415 415
export DIE_AREA = 0 0 425 425
File: flow/constraint.sdc
current_design decodeStage

set clk_period 10.6
set clk_io_pct 0.2

create_clock -name clk0 -period $clk_period

set non_clock_inputs [all_inputs -no_clocks]
set_input_delay [expr $clk_period * $clk_io_pct] -clock clk0 $non_clock_inputs
set_output_delay [expr $clk_period * $clk_io_pct] -clock clk0 [all_outputs]
File: flow/design.v
`timescale 1ns/10ps
module decodeStage #(parameter ROBsize = 32, ROBsizeLog = $clog2(ROBsize+1), addrSize = $clog2(ROBsize)) 
(clk_i
,reset_i
,RDvalue_i
,RMvalue_i
,RNvalue_i
,dAddr9_i
,imm12_i
,commandType_i
,PCaddress_i
,reg2Loc_i
,memWrite_i
,memToReg_i
,ALUOp_i
,ALUSrc_i
,dOrImm_i
,saveCond_i
,read_enable_i
,whichMath_i
,regWrite_i
,needToForward_i
,leftShift_i
,decodeStall_o
,mapReadData1_i
,mapReadData2_i
,mapWriteData_o
,mapReadAddr1_o
,mapReadAddr2_o
,mapWriteAddr_o
,mapRegWrite_o
,robReadAddr1_o
,robReadAddr2_o
,robReadData1_i
,robReadData2_i
,robUpdateTail_o
,robWriteData_o
,robNextTail_i
,robStall_i
,RSROBTag1_o
,RSROBTag2_o
,RSROBTag_o
,RSWriteEn_o
,RSROBval1_o
,RSROBval2_o
,RSCommands_o
,RSstall_i
,regfileReadRegister1_o
,regfileReadRegister2_o
,regfileReadData1_i
,regfileReadData2_i
);
  input logic clk_i, reset_i;
  input logic [4:0] RDvalue_i, RMvalue_i, RNvalue_i;
  input logic [2:0] commandType_i;
  input logic [63:0] PCaddress_i;
  input logic [8:0] dAddr9_i;
	input logic [11:0] imm12_i;
  input logic reg2Loc_i;
  input logic regWrite_i;
  input logic memWrite_i;
  input logic memToReg_i;
  input logic ALUOp_i;
  input logic ALUSrc_i;
  input logic dOrImm_i;
  input logic saveCond_i;
  input logic read_enable_i;
  input logic whichMath_i;
  input logic needToForward_i;
  input logic leftShift_i;
  output logic decodeStall_o;
  output logic [4:0] mapReadAddr1_o, mapReadAddr2_o, mapWriteAddr_o;
	output logic [ROBsizeLog - 1:0]	mapWriteData_o;
	output logic 	mapRegWrite_o;
	input logic [ROBsizeLog - 1:0]	mapReadData1_i, mapReadData2_i;
  output logic	[addrSize:0] 	robReadAddr1_o, robReadAddr2_o;
	output logic [7:0]	robWriteData_o;
	output logic 	robUpdateTail_o;
	input logic [64:0]	robReadData1_i, robReadData2_i;
  input logic [addrSize:0] robNextTail_i;
  input logic robStall_i;
  output logic	[3:0][ROBsizeLog - 1:0] 	RSROBTag1_o, RSROBTag2_o, RSROBTag_o;
  output logic [3:0][63:0] RSROBval1_o, RSROBval2_o;
	output logic [3:0] RSWriteEn_o;
  input logic [3:0] RSstall_i;
  output logic [3:0][9:0] RSCommands_o;
  output logic	[4:0] 	regfileReadRegister1_o, regfileReadRegister2_o;
	input logic [63:0]	regfileReadData1_i, regfileReadData2_i;
  logic [4:0] trueRM;
	logic [4:0][1:0] addressDataToMux;
	integer i, j;
	always_comb begin
		for(i=0; i<5; i++) begin
			addressDataToMux[i][0] = RDvalue_i[i];
		end
		for(j=0; j<5; j++) begin
			addressDataToMux[j][1] = RMvalue_i[j];
		end
	end
	mux2x5 whatRegToRead (.out(trueRM), .addr(reg2Loc_i), .muxIns(addressDataToMux));
  assign mapReadAddr1_o = RNvalue_i;
  assign mapReadAddr2_o = trueRM;
  assign mapWriteAddr_o = RDvalue_i;
  assign regfileReadRegister1_o = RNvalue_i;
  assign regfileReadRegister2_o = trueRM;
  assign robReadAddr1_o = mapReadData1_i;
  assign robReadAddr2_o = mapReadData2_i;
  assign robWriteData_o[7:5] = commandType_i;
  assign robWriteData_o[4:0] = RDvalue_i;  
  assign robUpdateTail_o = 1;
  logic needAStall;
  assign needAStall = robStall_i | RSstall_i[0] | RSstall_i[1] | RSstall_i[2] | RSstall_i[3];
  assign decodeStall_o = needAStall;
  assign mapWriteData_o = robNextTail_i;
  assign mapRegWrite_o = regWrite_i & (~needAStall); 
  logic RMvalueInReg, RNvalueInReg;
  assign RNvalueInReg = (mapReadData1_i == 0);
  assign RMvalueInReg = (mapReadData2_i == 0);
  logic [1:0][63:0] decisionROBorRegRN, decisionROBorRegRM;
  assign decisionROBorRegRN[0] = robReadData1_i[63:0];
  assign decisionROBorRegRN[1] = regfileReadData1_i;
  assign decisionROBorRegRM[0] = robReadData2_i[63:0];
  assign decisionROBorRegRM[1] = regfileReadData2_i;
  logic [63:0] RSRNdata, preBranchRSRM;
  assign RSRNdata = decisionROBorRegRN[RNvalueInReg];
  assign preBranchRSRM = decisionROBorRegRM[RMvalueInReg];
  logic doingABranch, doingABranch_noBR;
  assign doingABranch = commandType_i[1] | commandType_i[2];
  assign doingABranch_noBR = doingABranch & ~(commandType_i == 6);
  logic [ROBsizeLog - 1:0] 	RSRNTag;
  always_comb begin
    if (doingABranch | RNvalueInReg | robReadData1_i[64])
      RSRNTag = 0;
    else
      RSRNTag = mapReadData1_i;
  end
  logic [1:0][63:0] decisionAddressOrDataRM;
  assign decisionAddressOrDataRM[0] = preBranchRSRM;
  assign decisionAddressOrDataRM[1] = PCaddress_i;
  logic [64:0] preImmRSRMdata;
  assign preImmRSRMdata = decisionAddressOrDataRM[doingABranch_noBR];
  logic [63:0] dAddrExtended, RSRMdata, immExtended, dOrImmData;
  logic [63:0][1:0] aluDataToMux0, aluDataToMux1;
	signExtend9 dAddrExtender (.valueIn(dAddr9_i), .extendedOut(dAddrExtended));
	signExtend12 imm12Extender (.valueIn(imm12_i), .extendedOut(immExtended));
  integer q, r;
	always_comb begin
		for(q=0; q<64; q++) begin
			aluDataToMux0[q][0] = dAddrExtended[q];
		end
		for(r=0; r<64; r++) begin
			aluDataToMux0[r][1] = immExtended[r];
		end
	end
	mux2x64 choosingDOrImm (.out(dOrImmData), .addr(dOrImm_i), .muxIns(aluDataToMux0));
  logic [63:0] shiftValue, immediateData;
  assign shiftValue[63:6] = 0;
  assign shiftValue[5:0] = imm12_i[5:0];
  logic [1:0][63:0] finalConstant;
  assign finalConstant[0] = dOrImmData;
  assign finalConstant[1] = shiftValue;
  assign immediateData = finalConstant[(whichMath_i == 1)];
	integer k, l;
	always_comb begin
		for(k=0; k<64; k++) begin
			aluDataToMux1[k][0] = preImmRSRMdata[k];
		end
		for(l=0; l<64; l++) begin
			aluDataToMux1[l][1] = immediateData[l];
		end
	end	
	mux2x64 valueToAlu (.out(RSRMdata), .addr(ALUSrc_i), .muxIns(aluDataToMux1));
  logic [ROBsizeLog - 1:0] 	RSRMTag;
  always_comb begin
    if (doingABranch | RMvalueInReg | robReadData2_i[64] | ALUSrc_i)
      RSRMTag = 0;
    else
      RSRMTag = mapReadData2_i;
  end
  logic [9:0] RScommands;
  assign RScommands[0] = memWrite_i;
	assign RScommands[1] = memToReg_i;
	assign RScommands[4:2] = ALUOp_i;
	assign RScommands[5] = regWrite_i;
	assign RScommands[6] = needToForward_i;
	assign RScommands[7] = leftShift_i;
	assign RScommands[8] = saveCond_i;
	assign RScommands[9] = read_enable_i;
  integer g;
  always_comb begin
    for(g=0; g<4; g++) begin
        RSROBTag_o[g] = robNextTail_i;
        RSROBTag1_o[g] = RSRNTag;
        RSROBTag2_o[g] = RSRMTag;
        RSROBval1_o[g] = RSRNdata; 
        RSROBval2_o[g] = RSRMdata;
        RSCommands_o[g] = RScommands;
		end
  end
  assign RSWriteEn_o[0] = (whichMath_i == 0) & (~needAStall);
  assign RSWriteEn_o[1] = (whichMath_i == 1) & (~needAStall);
  assign RSWriteEn_o[2] = (whichMath_i == 2) & (~needAStall);
  assign RSWriteEn_o[3] = (whichMath_i == 3) & (~needAStall);
endmodule
module decodeStage_testbench();
  logic reset_i, clk_i, decodeStall_o;
   logic [4:0] RDvalue_i, RMvalue_i, RNvalue_i;
   logic [2:0] commandType_i;
   logic [63:0] PCaddress_i;
   logic [8:0] dAddr9_i;
	 logic [11:0] imm12_i;
   logic reg2Loc_i;
   logic regWrite_i;
   logic memWrite_i;
   logic memToReg_i;
   logic ALUOp_i;
   logic ALUSrc_i;
   logic dOrImm_i;
   logic saveCond_i;
   logic read_enable_i;
   logic whichMath_i;
   logic needToForward_i;
   logic leftShift_i;
   logic [4:0] mapReadAddr1_o, mapReadAddr2_o, mapWriteAddr_o;
	 logic [3:0]	mapWriteData_o;
	 logic 	mapRegWrite_o;
	 logic [3:0]	mapReadData1_i, mapReadData2_i;
   logic	[3:0] 	robReadAddr1_o, robReadAddr2_o;
	 logic [7:0]	robWriteData_o;
	 logic 	robUpdateTail_o;
	 logic [64:0]	robReadData1_i, robReadData2_i;
   logic [3:0] robNextTail_i;
   logic robStall_i;
   logic	[3:0][3:0] 	RSROBTag1_o, RSROBTag2_o, RSROBTag_o;
   logic [3:0][63:0] RSROBval1_o, RSROBval2_o;
	 logic [3:0] RSWriteEn_o;
   logic [3:0] RSstall_i;
   logic [3:0][9:0] RSCommands_o;
    logic	[4:0] 	regfileReadRegister1_o, regfileReadRegister2_o;
	 logic [63:0]	regfileReadData1_i, regfileReadData2_i;
  decodeStage #(.ROBsize(8)) dut
  (.clk_i
  ,.reset_i
  ,.RDvalue_i
  ,.RMvalue_i
  ,.RNvalue_i
  ,.dAddr9_i
  ,.imm12_i
  ,.commandType_i
  ,.PCaddress_i
  ,.reg2Loc_i
  ,.memWrite_i
  ,.memToReg_i
  ,.ALUOp_i
  ,.ALUSrc_i
  ,.dOrImm_i
  ,.saveCond_i
  ,.read_enable_i
  ,.whichMath_i
  ,.regWrite_i
  ,.needToForward_i
  ,.leftShift_i
  ,.decodeStall_o
  ,.mapReadData1_i
  ,.mapReadData2_i
  ,.mapWriteData_o
  ,.mapReadAddr1_o
  ,.mapReadAddr2_o
  ,.mapWriteAddr_o
  ,.mapRegWrite_o
  ,.robReadAddr1_o
  ,.robReadAddr2_o
  ,.robReadData1_i
  ,.robReadData2_i
  ,.robUpdateTail_o
  ,.robWriteData_o
  ,.robNextTail_i
  ,.robStall_i
  ,.RSROBTag1_o
  ,.RSROBTag2_o
  ,.RSROBTag_o
  ,.RSWriteEn_o
  ,.RSROBval1_o
  ,.RSROBval2_o
  ,.RSCommands_o
  ,.RSstall_i
  ,.regfileReadRegister1_o
  ,.regfileReadRegister2_o
  ,.regfileReadData1_i
  ,.regfileReadData2_i
  );
endmodule
`timescale 1ns/10ps
module mux2_1(out, i0, i1, sel);
	output logic out;
	input logic i0, i1, sel;
	logic [2:0] inBetween;
	not #5 flipSel (inBetween[0], sel);
	and #5 input0 (inBetween[1], i0, inBetween[0]);
	and #5 input1 (inBetween[2], i1, sel);
	or #5 theOutput (out, inBetween[1], inBetween[2]);
endmodule
module mux2_1_testbench();
	logic i0, i1, sel;
	logic out;
	mux2_1 dut (.out, .i0, .i1, .sel);
	 initial begin
		 sel=0; i0=0; i1=0; #100;
		 sel=0; i0=0; i1=1; #100;
		 sel=0; i0=1; i1=0; #100;
		 sel=0; i0=1; i1=1; #100;
		 sel=1; i0=0; i1=0; #100;
		 sel=1; i0=0; i1=1; #100;
		 sel=1; i0=1; i1=0; #100;
		 sel=1; i0=1; i1=1; #100;
	 end
endmodule 
`timescale 1ns/10ps
module mux2x5(out, addr, muxIns);
	output logic [4:0] out;
	input logic [4:0][1:0] muxIns;
	input logic addr;
	genvar i;
	generate
		for(i=0; i<5; i++) begin : eachSmallMux
			mux2_1 smallMux (.out(out[i]), .i0(muxIns[i][0]), .i1(muxIns[i][1]), .sel(addr));
		end
	endgenerate 
endmodule
module mux2x5_testbench();
	logic [4:0][1:0] muxIns;
	logic addr;
	logic [4:0] out;
	mux2x5 dut (.out, .addr, .muxIns);
	integer i;
	initial begin
		for(i=0; i<5; i++) begin
			muxIns[i][0] = 0; #1000;
		end
		for(i=0; i<5; i++) begin
			muxIns[i][1] = 1; #1000;
		end
		addr = 0; #1000;
		addr = 1; #1000;
		#10;
	end
endmodule 
`timescale 1ns/10ps
module mux2x64(out, addr, muxIns);
	output logic [63:0] out;
	input logic [63:0][1:0] muxIns;
	input logic addr;
	genvar i;
	generate
		for(i=0; i<64; i++) begin : eachSmallMux
			mux2_1 smallMux (.out(out[i]), .i0(muxIns[i][0]), .i1(muxIns[i][1]), .sel(addr));
		end
	endgenerate 
endmodule
module mux2x64_testbench();
	logic [63:0][1:0] muxIns;
	logic addr;
	logic [63:0] out;
	mux2x64 dut (.out, .addr, .muxIns);
	integer i;
	initial begin
		for(i=0; i<64; i++) begin
			muxIns[i][0] = 0; #1000;
		end
		for(i=0; i<64; i++) begin
			muxIns[i][1] = 1; #1000;
		end
		addr = 0; #1000;
		addr = 1; #1000;
		#10;
	end
endmodule 
module signExtend12(valueIn, extendedOut);
	input logic [11:0] valueIn;
	output logic [63:0] extendedOut;
	logic [51:0] inBetween;
	assign extendedOut[11:0] = valueIn[11:0];
	assign extendedOut[63:12] = inBetween[51:0];
	integer i;
	always_comb begin
		for(i=0; i<52; i++) begin
			inBetween[i] = valueIn[11];
		end
	end
endmodule
module signExtend19_testbench();
	logic [11:0] valueIn;
	logic [63:0] extendedOut;
	signExtend12 dut (.valueIn, .extendedOut);
	initial begin
		valueIn = 14736; #10;
		valueIn = -14736; #10;
		valueIn = 0; #10;
	end
endmodule 
module signExtend9(valueIn, extendedOut);
	input logic [8:0] valueIn;
	output logic [63:0] extendedOut;
	logic [54:0] inBetween;
	assign extendedOut[8:0] = valueIn[8:0];
	assign extendedOut[63:9] = inBetween[54:0];
	integer i;
	always_comb begin
		for(i=0; i<55; i++) begin
			inBetween[i] = valueIn[8];
		end
	end
endmodule
module signExtend9_testbench();
	logic [8:0] valueIn;
	logic [63:0] extendedOut;
	signExtend9 dut (.valueIn, .extendedOut);
	initial begin
		valueIn = 14736; #10;
		valueIn = -14736; #10;
		valueIn = 0; #10;
	end
endmodule 
==> changes_impl.md <==
## Flow update

- Status: finished clean
- Final wirelength: 117700 um
- CP max stage delay: 0.74 ns
- Antenna violations before repair: 137
- Min Tclk post-route: 8.200 ns
- Largest net degree at the start of global routing: 41
- First-pass GRT wire length: 135200 um
- CP Capture Type: primary output
- Slew margin rel.: 11.76%
- Setup-failing EPs final: 0
- FMAX: 122.0 MHz
- CP startpoint: mapReadData2_i[3]
- Core area: 163000 sq um
- Gpl congestion: 0.8722
- Clock power share: 0%
- Hold WC Path Type: input port to primary output
- Yosys stat cell total: 889
- Vias in the first global route: 7984
- Power Total: 0.7000 mW
- Post-layout period usage: 77.35%
- Reg power frac: 0%
- Synthesized cell area: 6963 sq um
- Max-slew violations: 0
- Data arrival time of the critical path: 6.08 ns
- Post-route cell area: 15090 sq um
- Worst Path Max Fanout: 30
- DRC Markers: 0
- Post-synth seq share: 0%
- Setup repair bufs after CTS: 0
- Chip area: 180600 sq um
- Yosys warns: 3
- Crit path kind: input port to primary output
- Setup TNS: 0 ns
- Initial Util: 4.273%
- Mean post-synth cell area: 7.832 sq um
- NetSw: 0.2602 mW
- Detailed placement HPWL: 111400 um
- Vias: 7978
- Post-CTS Resized: 0
- Power Density: 46.39 nW/um^2
- Worst Setup Start Kind: input port
- Number of antenna-violating nets in the routed design: 0
- Total congestion overflow: 0
- CP cell instances: clkdlybuf4s50_1 > or4_4 > nor3_4 > buf_4 > and2b_4 > buf_4 > a221o_1 > clkdlybuf4s50_1
- Post-CTS Hold Fix Bufs: 0
- Max cap viols: 0
- GRT Overall Usage: 12.45%
- Sequential Area: 0 sq um
- Via density: 2.309
- Slowest CP cell: a221o_1
- Layout clock buffers: 0
- Maximum resistive drop on vdd: 24.15 uV
- WHS: 4.240 ns
- Unique cell types: 27
- Final WS setup: 2.401 ns
- Mapped Cells: 889
- Share of cells above drive strength 1: 7.607%
- P_leak: 5.071 nW
- Top Layout Cells: clkdlybuf4s50_1, mux2_2, a221o_1
- Chip width: 425 um
- Drt initial violations: 415
- Die height: 425 um
- Measured slew at the worst slew-check pin: 1.311 ns
- Dpl cell area: 15050 sq um
- Most frequently placed logic cell in the final layout: clkdlybuf4s50_1
- Flop count: 0
- I/O pins: 1080
- Tool warnings: 34
- Total internal power: 0.4398 mW
- Pre-CTS setup slack: 2.394 ns
- PortBufs: 981
- Placement Rows: 148
- WP data required: 8.48 ns
- Area Growth Syn to Fin: 116.7%
- Comb pwr share: 100.0%
- Hold Path Origin: robNextTail_i[5]
- WL per Instance: 34.08 um
- Number of hold violations in the final report: 0
- Yosys chip area: 6963 sq um
- Net Sw Frac: 37.18%
- Initial DRT Pass Iterations: 5
- RSZ-0062 raised after global routing: no
-- through the flow --
step | cells | util, %
detailed placement | 3437 | 9.233
global placement | 3435 | 9.212
finish | 3455 | 9.261
CTS | 3437 | 9.233
floorplan | 898 | -
global route | 3439 | 9.236
-- per-layer routing --
layer / vias to the layer above / share of wire (%) / global-route usage (%)
met4: 62 / 2.0 / 0.7909
met5: - / 0.34 / 0
met3: 258 / 14 / 7.788
li1: 3166 / - / -
met1: 3686 / 32 / 12.24
met2: 806 / 51 / 22.86
-- power by group through the flow --
stage         registers (mW)  clock network (mW)  logic (mW)
CTS                        0                   0       0.724
finish                     0         0.000000123       0.700
global route               0        0.0000000260       0.743
-- path summary, 6_finish.rpt --
kind                           end  slack (ns)  depth (start not counted)
hold / removal      RSROBTag_o[23]        4.24                          0
setup / recovery  RSROBval2_o[187]        2.40                          8
-- area by class of cell --
class	instances	area [sq um]
fill	18790	147900
antenna	18	45.04
tap	2175	2721
multi-input combinational	264	2354
timing repair buffer	998	9971
-- worst max-delay path: cells and delay by family --
family / cells / cell delay (ns)
AND/OR/NAND/NOR: 3 / 1.21
AND-OR/OR-AND: 1 / 0.74
buffers and inverters: 4 / 1.92
-- cell usage after synthesis, types with 2 or more instances --
cell / number / area share (%)
a21o_1: 53 / 5.7
a21oi_1: 5 / 0.36
a221o_1: 58 / 8.3
a221oi_1: 4 / 0.50
and2_1: 12 / 1.1
and3_1: 2 / 0.18
buf_2: 3 / 0.22
buf_4: 603 / 65
buf_6: 5 / 0.81
clkbuf_1: 23 / 1.2
conb_1: 2 / 0.11
mux2_2: 69 / 11
mux2i_1: 15 / 2.2
nand2_1: 2 / 0.11
nor2_1: 12 / 0.65
nor3_1: 3 / 0.22
nor4_1: 2 / 0.18
o2bb2ai_1: 7 / 0.88
-- cell families after synthesis --
logic type             Yosys count  share of synthesized area, %
multiplexers                    84                         13.32
other                            2                        0.1079
AND-OR/OR-AND                  128                         15.90
buffers and inverters          634                         67.28
AND/OR/NAND/NOR                 41                         3.396
Power figures rest on the tool's default switching activity, not on a simulated workload.
